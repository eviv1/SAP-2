### config.mk
export PLATFORM = sky130hd
export DESIGN_NAME = mControlMatrix
export DESIGN_NICKNAME = mControlMatrix
export VERILOG_FILES = /design/flow/design.v
export SDC_FILE = /design/flow/constraint.sdc
export NUM_CORES = 4
export LEC_CHECK = 1
export CORE_AREA = 10 10 70 70
export DIE_AREA = 0 0 80 80
### constraint.sdc
current_design mControlMatrix

set clk_period 4.2
set clk_io_pct 0.2

create_clock -name clk0 -period $clk_period

set non_clock_inputs [all_inputs -no_clocks]
set_input_delay [expr $clk_period * $clk_io_pct] -clock clk0 $non_clock_inputs
set_output_delay [expr $clk_period * $clk_io_pct] -clock clk0 [all_outputs]
### design.v
module mControlMatrix(input [17:0] iTstate, 
							 input iADD_B, iADD_C, iSUB_B, iSUB_C,							 
									iANA_B, iANA_C, iORA_B, iORA_C, iXRA_B, iXRA_C,		 
									iCALL, iRET,					 
									iDCRA, iINRA,					 
									iNOP, iHLT, iIN, iOUT,		 
									iJMP, iJZ, 						 
									iLDA, iMOVAB, iMOVAC, iMOVBA, iMOVCA, iMVIA,		 
									iRAL, iRAR, 					 
									iSTA,								 
									iZeroFlag,						 
							 output oLmar, oLmarc, oLmdr, oLi, oLa, oLb, oLc, oLtmp, oLo, oLpcl, oLpcu,			 
							 output oEi, oEp, oEmdr, oCE, oEa, oEb, oEc, oEtmp, oEu, oL1, oL2, oEpcu, oEpcl,				 
							 output oCp, oRST, oRDWR, oCLK_RST,										 
							 output Su);	 
assign oLmar = ((iTstate[0]) || (iTstate[3] && (iMVIA || iJZ || iCALL || iJMP || iLDA || iRET || iSTA)) || (iTstate[6] && (iCALL || iRET || iLDA || iJMP || iSTA 
					|| (iJZ && iZeroFlag))) || (iTstate[9] && (iCALL)) || (iTstate[12] && (iCALL))) ? 1:0;
assign oLmarc = (iTstate[8] && (iLDA || iSTA)) ? 1:0;
assign oLmdr = ((iTstate[1]) || (iTstate[4] && (iMVIA || iJZ || iCALL || iLDA || iRET || iSTA || iJMP)) || (iTstate[7] && (iSTA || iCALL || iRET || iLDA || iJMP 
					|| (iJZ && iZeroFlag))) || (iTstate[9] && (iSTA || iLDA)) || (iTstate[10] && (iCALL)) || (iTstate[13] && (iCALL))) ? 1:0;
assign oLi = (iTstate[2]) ? 1:0;
assign oLa = ((iTstate[3] && (iDCRA || iINRA || iIN || iMOVAB || iMOVAC || iRAL || iRAR)) || (iTstate[4] && (iADD_B || iADD_C || iORA_B || iORA_C || iSUB_B || iSUB_C 
					|| iXRA_B || iXRA_C || iANA_B || iANA_C)) || (iTstate[5] && (iMVIA)) || (iTstate[10] && (iLDA))) ? 1:0;
assign oLb = ((iTstate[3] && (iMOVBA))) ? 1:0;
assign oLc = ((iTstate[3] && (iMOVCA))) ? 1:0;
assign oLtmp = ((iTstate[3] && (iADD_B || iADD_C || iORA_B || iORA_C || iSUB_B || iSUB_C || iXRA_B || iXRA_C || iANA_B || iANA_C))
					|| (iTstate[5] && (iJZ || iJMP || iLDA || iSTA || iRET)) || (iTstate[11] && (iCALL))) ? 1:0;
assign oLo = (iTstate[3] && iOUT) ? 1:0;
assign oLpcl = ((iTstate[9] && (iRET || iJMP || (iJZ && iZeroFlag))) || (iTstate[14] && (iCALL))) ? 1:0;
assign oLpcu = ((iTstate[8] && (iRET)) || (iTstate[9] && (iJMP || (iJZ && iZeroFlag))) || (iTstate[15] && (iCALL))) ? 1:0;
assign oEi = ((iTstate[3] && (iIN))) ? 1:0;
assign oEp = ((iTstate[0]) || (iTstate[3] && (iMVIA || iJZ || iJMP || iLDA || iSTA)) || (iTstate[9] && (iCALL)) || (iTstate[6] && (iJMP || iSTA || iLDA 
					|| (iJZ && iZeroFlag))) || (iTstate[12] && (iCALL))) ? 1:0;
assign oEmdr = ((iTstate[2]) || (iTstate[5] && (iJZ || iCALL || iJMP || iLDA || iRET || iSTA || iMVIA)) || (iTstate[8] && (iCALL)) 
					|| (iTstate[9] && (iJMP || iRET || (iJZ && iZeroFlag))) || (iTstate[10] && (iSTA || iLDA)) || (iTstate[11] && (iCALL))|| (iTstate[15] && (iCALL))) ? 1:0;
assign oCE = ((iTstate[1]) || (iTstate[4] && (iMVIA || iJZ || iJMP || iLDA || iRET || iSTA)) || (iTstate[7] && (iSTA || iJMP 
					|| iRET || iLDA || (iJZ && iZeroFlag))) || (iTstate[9] && (iLDA)) || (iTstate[10] && (iCALL)) || (iTstate[13] && (iCALL))) ? 1:0;
assign oEa = ((iTstate[3] && (iMOVBA || iMOVCA || iOUT)) || (iTstate[9] && (iSTA))) ? 1:0;
assign oEb = ((iTstate[3] && (iADD_B || iORA_B || iSUB_B || iXRA_B || iANA_B || iMOVAB))) ? 1:0;
assign oEc = ((iTstate[3] && (iADD_C || iORA_C || iSUB_C || iXRA_C || iANA_C || iMOVAC))) ? 1:0;
assign oEtmp = ((iTstate[8] && (iSTA || iRET || iJMP || iLDA || (iJZ && iZeroFlag))) || (iTstate[14] && (iCALL))) ? 1:0;
assign oEu = ((iTstate[3] && (iDCRA || iINRA || iRAL || iRAR)) || (iTstate[4] && (iADD_B || iADD_C || iORA_B 
					|| iORA_C || iSUB_B || iSUB_C || iXRA_B || iXRA_C || iANA_B || iANA_C))) ? 1:0;
assign oL1 = (iTstate[3] && (iCALL || iRET)) ? 1:0;
assign oL2 = (iTstate[6] && (iCALL || iRET)) ? 1:0;
assign oEpcu = (iTstate[4] && (iCALL)) ? 1:0;
assign oEpcl = (iTstate[7] && (iCALL)) ? 1:0;
assign oCp = ((iTstate[1]) || (iTstate[4] && (iMVIA || iJZ || iJMP || iLDA || iSTA)) || (iTstate[5] && (iJZ && !iZeroFlag)) 
					|| (iTstate[7] && (iLDA || iSTA)) || (iTstate[10] && (iRET)) || (iTstate[11] && (iCALL || iRET)) || (iTstate[13] && (iCALL))) ? 1:0;
assign oRST = ((iTstate[3] && iNOP) || (iTstate[4] && (iDCRA || iINRA || iIN || iOUT || iMOVBA || iMOVCA || iMOVAB || iMOVAC || iRAR || iRAL)) 
					|| (iTstate[5] && (iADD_B || iADD_C || iORA_B || iORA_C || iSUB_B || iSUB_C || iXRA_B || iXRA_C || iANA_B || iANA_C)) || (iTstate[6] && (iMVIA || (iJZ && !iZeroFlag)))
					|| (iTstate[10] && (iJMP || (iJZ && iZeroFlag))) || (iTstate[11] && (iLDA || iSTA)) || (iTstate[12] && (iRET)) || (iTstate[16] && (iCALL))) ? 0:1;
assign oRDWR = ((iTstate[4] && (iCALL)) || (iTstate[7] && (iCALL)) || (iTstate[5] && (iCALL)) 
					|| (iTstate[8] && (iCALL)) || (iTstate[9] && (iSTA)) || (iTstate[10] && (iSTA))) ? 1:0;   
assign oCLK_RST = (iTstate[3] && iHLT) ? 1:0;
assign Su     = (iTstate[4] && (iSUB_B || iSUB_C)) ? 1:0; 
endmodule
### run.sh
#!/bin/bash
# OpenROAD 26Q1-2900-gdf79404cd8, Yosys 0.63+post, stock flow scripts
make -C /OpenROAD-flow-scripts/flow DESIGN_CONFIG=/design/flow/config.mk WORK_HOME=/design/flow/orfs finish
==> GITHUB_STEP_SUMMARY <==
## Synthesis and layout report

| Metric | Value |
|---|---|
| Maximum Capacitance Violations | 0 |
| First-pass iteration count of the detailed router | 4 |
| Antenna violations before repair | 0 |
| Area contributors post-synth | or4_1 (11%), o21ai_0 (10%), nand2_1 (9.4%), and2_1 (7.8%), a222oi_1 (6.3%) |
| Die outline height | 80 um |
| Ys Warns | 0 |
| Remaining max-slew budget at the tightest pin | 69.8% |
| Number of global-route vias before repair | 978 |
| Global-route wire length before repair | 4790 um |
| Part of the power in combinational logic | 100.0% |
| Initial DRC Count | 40 |
| Worst hold path type | input pin to primary output |
| Layout sequential cell count | 0 |
| Worst hold slack | 2.52 ns |
| Overall routing resource usage | 9.03% |
| Clock buffer count in the final layout | 0 |
| Post-layout utilization of the core | 37.7% |
| Setup bufs post-CTS | 0 |
| Hold Startpoint | iTstate[2] |
| Internal power | 0.0761 mW |
| Share of power burned in registers | 0% |
| Unrepaired setup endpoints after global routing | false |
| Wirelength per Cell | 15.3 um |
| Diode count | 0 |
| Post-route fraction of the period consumed by the critical path | 96.2% |
| Aggregate routed wire length | 3020 um |
| NetSw | 0.0338 mW |
| Type of element launching the critical path | input pin |
| DRC viols | 0 |
| Layout fillers | 349 |
| Power per unit of standard cell area | 85.3 mW/mm2 |
| Non-filler cells in the finished layout | 197 |
| Chip area estimate from yosys synthesis | 479 um2 |
| Share of post-route cells with drive strength above 1 | 3.97% |
| Crit Path Max Fanout | 4 |
| CP Data Arrival Time | 3.20 ns |
| Hold Violations, Final | 0 |
| Capturing element type of the critical path | primary output |
| Count of placed standard cells including taps | 197 |
| Total number of warnings across the stage logs | 33 |
| Number of top-level design ports | 77 |
| Slowest CP cell | or4_1 |
| Setup TNS | 0 ns |
| Kind of critical path | input pin to primary output |
| Biggest area consumer among synthesized cells | or4_1 |
| Endpoints failing setup | 0 |
| Post-synthesis cell type count | 26 |
| Vias | 910 |
| Switching power share of the total | 30.8% |
| Number of nets with antenna violations after routing | 0 |
| Cells after Synth | 78 |
| Die Width | 80 um |
| Yosys cell count | 78 |
| Leak | 0.468 nW |
| Largest net degree at the start of global routing | 15 |
| Total Die Area | 0.00640 mm2 |
| Ordered list of cells on the worst path | clkdlybuf4s50_1, or4_1, or4_1, a221o_2, clkdlybuf4s50_1 |
| Portion of the post-synthesis area used by sequential elements | 0% |
| Max IR drop VDD | 34.5 uV |
| Run status | completed |
| Total global routing overflow | 0 |
| Post-detailed-placement half-perimeter wirelength | 2700 um |
| Worst path max stage delay | 0.58 ns |
| Clock power frac | 0% |
| Core area | 0.00342 mm2 |
| Final Critical Period | 4.04 ns |
| Actual transition at the worst max-transition pin | 0.451 ns |
| Critical path data required time | 3.36 ns |
| Library cell with the highest instance count after synthesis | nand2_1 |
| Count of standard-cell rows | 21 |
| Storage element area | 0 um2 |
| Pre-CTS worst setup slack | -0.0289 ns |
| Placer's final routability congestion estimate | 0.895 |
| Max-slew violation total from the final report | 0 |
| Avg Cell Area, Syn | 6.14 um2 |
| Floorplan-stage core utilization | 14.0% |
| Timing startpoint of the critical path | iADD_B |
| Highest clock frequency the design can meet | 247 MHz |
| Post-synth top cells | nand2_1 (12), o21ai_0 (10), or4_1 (7) |
| Portion of synthesized cell area occupied by the leading cell type | 11.0% |
| Area growth from synthesis to final layout | 169% |
| Port-buffer cells | 76 |
| Post-synthesis cell area | 479 um2 |
| Via/cell ratio | 4.62 |
| Slack of the critical path | 0.158 ns |
## routing by layer
metal / GRT usage, % / wire length [um] / vias to the layer above
met5: 0 / 0 / -
met4: 0 / 0 / 0
met3: 5.11 / 399 / 0
met2: 15.2 / 1450 / 43
met1: 10.3 / 1170 / 410
li1: - / - / 457
## power by group through the flow
stage | Clock [mW] | Sequential, mW | Combinational (mW)
CTS | 0 | 0 | 0.112
global route | 0 | 0 | 0.121
finish | 0 | 0 | 0.110
## layout by cell type (no fill, tap or decap), drive strengths merged, types with 2 or more instances in the layout
cell type	n
a21o	2
nand2	12
o31ai	2
a22oi	2
o31a	2
buf	2
clkdlybuf4s50	75
inv	4
o21ai	10
nand3	2
or4	7
a222oi	3
or3	3
a21oi	3
o21a	3
a22o	2
nand4	3
and2	6
## kinds of logic (layout without fill, tap and decap cells)
group,Yosys count,in the layout,share of synthesized area (%)
AND/OR/NAND/NOR,37,37,43.3
AND-OR/OR-AND,32,32,48.8
buffers and inverters,9,82,7.83
## area by class of cell
| class | count | area, um2 | share of cell area (%) |
|---|---|---|---|
| well taps | 46 | 57.6 | 4.47 |
| inverters | 4 | 15.0 | 1.17 |
| repair buffers | 78 | 774 | 60.1 |
| multi-input cells | 69 | 442 | 34.3 |
## metrics by stage
stage	area [um2]	power, mW
2_1_floorplan	479	0.0255
3_3_place_gp	1290	0.111
3_5_place_dp	1290	0.111
4_1_cts	1290	0.112
5_1_grt	1290	0.121
6_report	1290	0.110
## worst max-delay path, delay by kind of cell
family | cells | cell delay, ns
and+or+nand+nor | 2 | 1.11
buffers and inverters | 2 | 0.83
AOI/OAI and AO/OA | 1 | 0.42
## timing repair
| item | in CTS | in global routing |
|---|---|---|
| endpoints found under the hold margin | 0 | 0 |
| gates resized | 1 | 0 |
| hold buffers | 0 | 0 |
| endpoints found under the setup margin | 1 | 0 |
## path summary, 6_finish.rpt
check / end / cells after the start / slack, ns
worst max-delay path: oLa / 5 / 0.16
worst min-delay path: oLi / 2 / 2.52
Power is estimated from default activity; no workload was simulated.
